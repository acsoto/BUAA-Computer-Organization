`constraint.sdc`:
```
current_design ID_EX

set clk_period 1.0
set clk_io_pct 0.2

create_clock -name clk0 -period $clk_period [get_ports {clk}]

set non_clock_inputs [all_inputs -no_clocks]
set_input_delay [expr $clk_period * $clk_io_pct] -clock clk0 $non_clock_inputs
set_output_delay [expr $clk_period * $clk_io_pct] -clock clk0 [all_outputs]
```
`config.mk`:
```
export PLATFORM = sky130hd
export DESIGN_NAME = ID_EX
export DESIGN_NICKNAME = ID_EX
export VERILOG_FILES = /design/flow/design.v
export SDC_FILE = /design/flow/constraint.sdc
export NUM_CORES = 4
export LEC_CHECK = 1
export CORE_AREA = 10 10 196 196
export DIE_AREA = 0 0 206 206
```
`design.v`:
```
`timescale 1ns / 1ps
module ID_EX(
    input clk,
    input reset,
    input en12,
    input [5:0] op_12_I,
    output reg [5:0] op_12_O,
    input [5:0] func_12_I,
    output reg [5:0] func_12_O,
    input [31:0] PC_12_I,
    output reg [31:0] PC_12_O,
    input [4:0] rs_12_I,
    output reg [4:0] rs_12_O,
    input [4:0] rt_12_I,
    output reg [4:0] rt_12_O,
    input [1:0] Tnew_12_I,
    output reg [1:0] Tnew_12_O,
    input RegWrite_12_I,
    output reg RegWrite_12_O,
    input [4:0] regWA_12_I,
    output reg [4:0] regWA_12_O,
    input [31:0] regRD1_12_I,
    output reg [31:0] regRD1_12_O,
    input [31:0] regRD2_12_I,
    output reg [31:0] regRD2_12_O,
    input [31:0] imm_12_I,
    output reg [31:0] imm_12_O
    );
    initial begin
        op_12_O<=0;
        func_12_O<=0;
        PC_12_O<=0;
        regWA_12_O<=0;
        regRD1_12_O<=0;
        regRD2_12_O<=0;
        imm_12_O<=0;
        RegWrite_12_O<=0;
        Tnew_12_O<=0;
    end
    always @(posedge clk) begin
        if(en12)begin
            if(reset)begin
                op_12_O<=0;
                func_12_O<=0;
                PC_12_O<=0;
                regWA_12_O<=0;
                regRD1_12_O<=0;
                regRD2_12_O<=0;
                imm_12_O<=0;
                RegWrite_12_O<=0;
                Tnew_12_O<=0;
                rs_12_O<=0;
                rt_12_O<=0;
            end
            else begin
                op_12_O<=op_12_I;
                func_12_O<=func_12_I;
                PC_12_O<=PC_12_I;
                regWA_12_O<=regWA_12_I;
                regRD1_12_O<=regRD1_12_I;
                regRD2_12_O<=regRD2_12_I;
                imm_12_O<=imm_12_I;
                RegWrite_12_O<=RegWrite_12_I;
                Tnew_12_O<=Tnew_12_I;
                rs_12_O<=rs_12_I;
                rt_12_O<=rt_12_I;
            end
        end
    end
endmodule
```
`run.sh`:
```
#!/bin/bash
# OpenROAD 26Q1-2900-gdf79404cd8, Yosys 0.63+post, stock flow scripts
make -C /OpenROAD-flow-scripts/flow DESIGN_CONFIG=/design/flow/config.mk WORK_HOME=/design/flow/orfs finish
```
==> metrics.csv <==
stage,metric,value,unit
logic_synthesis,Yosys Warn Count,1,
clocking,root buffer cell,clkbuf_16,
sta,RSZ-0062 raised after global routing,yes,
sta,Max Slew Vio Count,0,
logic_synthesis,"Cell Area, Synth",5820,µm²
routing,drt drc,0,
global_routing,initial antenna violation count,0,
logic_synthesis,Mean Syn Cell Area,17.5,µm²
clocking,Num CTS Buffers,17,
finish,synth-to-layout area growth,65.5,%
floorplan,chip height,206,µm
sta,worst-margin pin slew,0.202,ns
logic_synthesis,yosys cell count,333,
clocking,Longest Clk Path Bufs,2,
routing,drt wl/cell,17.0,µm
logic_synthesis,Mapped Cells,333,
finish,layout cells sized above 1,31.2,%
sta,Final period util,124,%
critical_path,Crit Path Max Fanout,1,
critical_path,Top delay family on crit path,flip-flops,
run,MaxCap Viol Count,0,
finish,"Design Area, Final",9640,µm²
outcome,status,"complete, but fails checks",
critical_path,CP startpoint kind,flop,
clocking,# hold bufs at CTS,0,
floorplan,I/O Pins,319,
critical_path,crit path buf inv count,1,
global_routing,global-route wire length before repair,27700,µm
place,gp weighted congestion,0.783,
logic_synthesis,Netlist cell types,4,
global_routing,largest net degree at the start of global routing,33,
clocking,# clock sinks,158,
place,DP Cell Count,1118,
outcome,failing checks,setup timing,
logic_synthesis,yosys stat chip area,5820,µm²
worst_hold_path,HP Class,primary input to flop,
global_routing,GRT met1 Usage,11.0,%
place,cell area after placement,9800,µm²
critical_path,critical path cell sequence,buf_2,
routing,DR iter-0 viols,143,
power,Power Total,16.7,mW
clocking,TritonCTS clock tree,yes,
logic_synthesis,Synth area leader,edfxtp_1,
global_routing,GRT Max-Usage Layer,met2,
sta,relative slew slack,86.5,%
run,Log Warnings,27,
routing,"wirelength, routed",19600,µm
sta,Setup WS post-layout,-0.245,ns
critical_path,critical path required time,0.80,ns
global_routing,met2 GRT Util,14.7,%
sta,final setup vio count,158,
place,Detail Placement HPWL,15600,µm
critical_path,Worst path slowest cell,edfxtp_1,
routing,Pre-antenna DRT Iters,4,
routing,final antenna diode count,0,
sta,Fmax achieved,803,MHz
floorplan,chip width,206,µm
floorplan,core area,34400,µm²
floorplan,FP Core Util,16.9,%
logic_synthesis,Synth area leaders,"edfxtp_1, nor2b_1, buf_2, buf_4",
global_routing,GRT Util Overall,9.06,%
power,"IR drop worst, VDD",1140,µV
critical_path,WS Path Type,flop to output port,
critical_path,crit-path max cell delay,0.45,ns
sta,Final min period,1.24,ns
routing,Final ANT Viol Nets,0,
power,leakage power,3.59,nW
critical_path,crit end category,output port,
clocking,clock-pin slew on the worst setup and hold paths,0.07,ns
routing,via count,3897,
sta,"Hold Vio Cnt, Final",0,
logic_synthesis,top-area cell type share of the netlist area,81.5,%
floorplan,Rows,68,
critical_path,WP data arrival,1.04,ns
logic_synthesis,"Seq/Total Area, Yosys",81.5,%
global_routing,grt total ovfl,0,
place,# port buffers,318,
power,PD cells,1730,nW/µm²
finish,Final Util,28.0,%
logic_synthesis,Synthesized registers,158,
global_routing,number of global-route vias before repair,4146,
finish,fin cells,1150,
global_routing,M3 GR Usage,4.85,%
sta,total negative setup slack,-18.91,ns
clocking,H-tree depth,4,
floorplan,chip area,42400,µm²
routing,vias per cell,3.39,
## cells by family after synthesis
logic type / count (synthesis) / share of synthesized area [%]
flip-flops: 158 / 81.5
AND/OR/NAND/NOR: 158 / 17.0
buffers and inverters: 17 / 1.55
## power by group
part | leakage, nW | switching, mW | internal [mW] | total [mW]
clock | 0.298 | 2.78 | 4.18 | 6.96
combinational | 1.77 | 0.574 | 1.12 | 1.70
sequential | 1.52 | 0.129 | 7.87 | 7.99
total | 3.59 | 3.48 | 13.2 | 16.7
## registers in the layout, summed over array words and instances (netlist names), 5 cells and up
| name | flops |
|---|---|
| PC_12_O | 32 |
| func_12_O | 6 |
| imm_12_O | 32 |
| op_12_O | 6 |
| regRD1_12_O | 32 |
| regRD2_12_O | 32 |
| regWA_12_O | 5 |
| rs_12_O | 5 |
| rt_12_O | 5 |
## Yosys cell counts (all sizes together)
cell type and instances:
nor2b 158, edfxtp 158, buf 17
## metrics by stage
| step | worst slack (ns) | hold slack [ns] |
|---|---|---|
| 3_5_place_dp | -0.154 | 0.697 |
| 5_1_grt | -0.314 | 0.227 |
| 3_3_place_gp | -0.166 | 0.697 |
| 4_1_cts | -0.317 | 0.220 |
| 2_1_floorplan | 0.175 | 0.312 |
| 6_report | -0.245 | 0.234 |
## layout by cell type, fill, tap and decap left out
master / count
buf_2: 157
clkbuf_16: 17
clkdlybuf4s50_1: 158
buf_12: 8
bufinv_16: 4
edfxtp_1: 158
clkinvlp_4: 1
clkinv_1: 3
clkbuf_1: 1
nor2b_1: 158
clkinv_4: 4
buf_6: 2
buf_4: 22
inv_6: 2
## path summary, 6_finish.rpt
path / startpoint / endpoint / slack [ns] / cells after the start
setup / recovery: regRD1_12_O[4]$_SDFFCE_PP0P_ / regRD1_12_O[4] / -0.24 / 1
hold / removal: en12 / PC_12_O[24]$_SDFFCE_PP0P_ / 0.23 / 2
## area by class of cell
class	count	area [µm²]
fillers	3627	24700
flip-flops and latches	158	4740
clock buffers	18	429
repair buffers	347	2720
clock inverters	14	191
multi-input cells	158	988
well taps	455	569
## per-layer routing
layer	vias to the layer above	share of wire, %
met5	-	0
met2	192	48
met4	0	0.95
li1	1858	-
met1	1836	38
met3	11	12
## timing repair
action                                 in CTS  in global routing
setup endpoints to repair                 158                158
resized                                   535                  0
endpoints found under the hold margin       0                  0
setup buffers                               0                  0
gates cloned                                0                  0
pin swaps                                   0                  0
No activity file was given, so power comes from the tool's default toggle rates.
