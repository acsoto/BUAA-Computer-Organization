==> flow/design.v <==
`timescale 1ns / 1ps
module BlockChecker(
    input clk,
    input reset,
    input [7:0] in,
    output result
    );
	 reg [15:0] cnt;
	 reg mistake;
	 reg [255:0] buff;
	 initial begin
		cnt<=0;
		mistake<=0;
		buff<="        ";
	 end
	 assign result = (cnt==256'b0)&&(!mistake);
	 always @(posedge clk,posedge reset)begin
		if(reset)begin
			cnt<=0;
			mistake<=0;
			buff<="        ";
		end
		else begin
			buff={buff[247:0],in|8'h20};
			if(mistake);
			else begin
				if(buff[47:0]==" begin")cnt<=cnt+1;
				else if(buff[47:8]=="begin"&&buff[7:0]!=" ")cnt<=cnt-1;
				else if(buff[31:0]==" end")cnt<=cnt-1;
				else if(buff[31:0]=="end ")begin
						if($signed($signed(cnt)<$signed(0)))mistake<=1;
						else;
				end
				else if(buff[31:8]=="end"&&buff[7:0]!=" ")cnt<=cnt+1;
			end
		end
	 end	
endmodule
==> flow/run.sh <==
#!/bin/bash
# OpenROAD 26Q1-2900-gdf79404cd8, Yosys 0.63+post, stock flow scripts
make -C /OpenROAD-flow-scripts/flow DESIGN_CONFIG=/design/flow/config.mk WORK_HOME=/design/flow/orfs finish
==> flow/config.mk <==
export PLATFORM = sky130hd
export DESIGN_NAME = BlockChecker
export DESIGN_NICKNAME = BlockChecker
export VERILOG_FILES = /design/flow/design.v
export SDC_FILE = /design/flow/constraint.sdc
export NUM_CORES = 4
export LEC_CHECK = 1
export CORE_UTILIZATION = 30
==> flow/constraint.sdc <==
current_design BlockChecker

set clk_period 6.7
set clk_io_pct 0.2

create_clock -name clk0 -period $clk_period [get_ports {clk}]

set non_clock_inputs [all_inputs -no_clocks]
set_input_delay [expr $clk_period * $clk_io_pct] -clock clk0 $non_clock_inputs
set_output_delay [expr $clk_period * $clk_io_pct] -clock clk0 [all_outputs]
==> GITHUB_STEP_SUMMARY <==
### Yosys + OpenROAD results

| Metric | Value |
|---|---|
| Run status | finished clean |
| DIE AREA | 8540 um^2 |
| Top cell type's share of synthesized area | 53.06% |
| Pwr/cell area | 199.5 nW/um^2 |
| Worst-path clk slew | 0.11 ns |
| Avg Cell Area, Syn | 11.79 um^2 |
| Via count | 1,599 |
| Synthesized area | 2452 um^2 |
| EDFF count, synth | 0 |
| DP Cell Count | 313 |
| Number of port buffers | 9 |
| Setup crit start kind | register |
| Multiplexer share | 0.4082% |
| Vias in the first global route | 1,608 |
| Period utilization | 62.84% |
| Overall Global Routing Usage | 11.53% |
| Synth top cells by count | dfrtp_1, xor2_1, nor2_1, nor3_1, or3_1 |
| ANT nets after route | 0 |
| Ys async rst share | 100.0% |
| Synth cell types | 45 |
| Clock Power Share | 35.5% |
| Setup-failing EPs final | 0 |
| Syn. warnings | 1 |
| Worst Max-Slew Pin Slew | 0.7832 ns |
| RSZ-0062 raised after global routing | false |
| CTS tree | yes |
| Yosys stat area | 2452 um^2 |
| Vias per cell | 4.981 |
| Final worst path period need | 4.210 ns |
| Post-layout util | 34.78% |
| Hold buffers post-CTS | 0 |
| Clk buf depth | 2 |
| Final Hold Slack | 0.3814 ns |
| Top_reg_cell synth | dfrtp_1 |
| Top post-synthesis cells by area | dfrtp_1, xor2_1, a211oi_2, or3_1, nor3_1 |
| Initial antenna violation count | 0 |
| Cts bufs inserted | 5 |
| Cells resized by post-CTS repair | 0 |
| Clock root buffer | clkbuf_8 |
| Mean routed wirelength per cell | 13.54 um |
| Yosys xor share | 5.714% |
| CP peak stage delay | 0.52 ns |
| Post-detail-place hpwl | 2926 um |
| CP max-delay cell | or4_1 |
| Critical path class | register to primary output |
| Fin. Hold Viols | 0 |
| VDD IR max | 150.8 uV |
| Post-synthesis simple-gate area fraction | 23.52% |
| Crit-path cells | or3_1 > or3b_1 > or4_1 > nor4_1 > clkdlybuf4s50_1 |
| Post-synth seq share | 53.06% |
| Pint | 0.4110 mW |
| Core area | 7807 um^2 |
| Area leader, netlist | dfrtp_1 |
| Net load switching power | 0.1305 mW |
| IO Pins | 11 |
| Adder share | 1.020% |
| Routability congestion estimate | 0.7759 |
| Clk_skew | 0.01563 ns |
| CTS Sinks | 52 |
| Post-CTS setup buffer count | 0 |
| CP Data Required Time | 5.36 ns |
| Sum of negative setup slack | 0 ns |
| WP data arrival | 2.87 ns |
| Largest net degree at the start of global routing | 53 |
| Post-Route WL | 4346 um |
| Leak pwr | 1.178 nW |
| Layout Cells excl Fill | 321 |
| Die X-Extent | 92.41 um |
| Critical Path End Type | primary output |
| Insertion Delay late pin | 0.31 ns |
| GRT overflow | 0 |
| Fmax | 237.5 MHz |
| Fp util | 31.41% |
| Post-synthesis cell count from yosys | 208 |
| #FFs+latches synth | 52 |
| Aoi/oai-family share of the synthesized area | 11.79% |
| Rows | 32 |
| Layout cells sized above 1 | 18.72% |
| First-pass GRT wire length | 7866 um |
| Logic family by area | simple AND/OR/NAND/NOR gates |
| Residual DRC | 0 |
| OpenROAD warning count | 27 |
| Worst hold path type | register to register |
| Switching Share | 24.10% |
| Slew margin rel. | 47.79% |
| Gate power share | 3.3% |
| Most common cell in the netlist | dfrtp_1 |
| Final Max Slew Viols | 0 |
| Seq pwr share | 61.3% |
| Area Overhead vs Synth | 10.71% |
| Post-synthesis cell count | 208 |
| Drt pass-1 iters | 4 |
| Max-cap violations | 0 |
| Critical path peak fanout | 7 |
| Die Height | 92.41 um |
| Diode count | 0 |
| H-tree Lvls | 2 |
| DR iter-0 viols | 133 |
## cells in the final DEF, fill, tap and decap left out, drive strengths merged, types with 2 or more instances in the layout
cell type / Yosys / final
a211oi: 14 / 14
buf: 6 / 4
clkbuf: 4 / 5
clkdlybuf4s50: 0 / 9
dfrtp: 52 / 52
ha: 2 / 2
inv: 5 / 8
nand2: 8 / 8
nand3: 8 / 8
nand4: 6 / 6
nand4b: 4 / 4
nor2: 11 / 11
nor3: 11 / 11
nor4: 7 / 7
nor4bb: 2 / 2
o21ai: 9 / 9
o21bai: 4 / 4
or3: 15 / 15
or3b: 5 / 5
or4: 4 / 4
or4b: 2 / 2
xor2: 15 / 15
## routing by layer
metal / wire [um] / share of wire (%) / vias up / global-route usage [%]
met3: 101 / 2.3 / 5 / 1.587
met1: 2246 / 52 / 788 / 18.81
met4: 48 / 1.1 / 0 / 1.563
met5: 0 / 0 / - / 0
li1: - / - / 790 / -
met2: 1949 / 45 / 16 / 17.22
## through the flow
| stage | power [mW] | instance area (um^2) | worst slack, ns |
|---|---|---|---|
| floorplan | 0.3445 | 2452 | 3.534 |
| CTS | 0.5510 | 2715 | 2.431 |
| global route | 0.5658 | 2715 | 2.314 |
| global placement | 0.3562 | 2618 | 2.719 |
| finish | 0.5415 | 2715 | 2.490 |
| detailed placement | 0.3563 | 2618 | 2.787 |
## flip-flops by register name, summed over array words and instances (netlist names)
| register | flops |
|---|---|
| cnt | 16 |
| buff | 35 |
| mistake | 1 |
## critical path: cells and delay by family, from the launching register on
kind | cells | cell delay (ns)
buffers and inverters | 1 | 0.52
flip-flops | 1 | 0.47
AND/OR/NAND/NOR | 4 | 1.57
## cell type report
| type | count | area (um^2) |
|---|---|---|
| multi-input cells | 141 | 1050 |
| flip-flops and latches | 52 | 1301 |
| well taps | 102 | 127.6 |
| inverters | 5 | 18.77 |
| fillers | 766 | 5092 |
| clock inverters | 3 | 28.78 |
| repair buffers | 13 | 120.1 |
| clock buffers | 5 | 68.82 |
## cells by family (layout without fill, tap and decap cells)
logic type / after synthesis / in the layout
adders and majority gates: 2 / 2
xor gates and xnor gates: 16 / 16
and+or+nand+nor: 90 / 90
AOI/OAI and AO/OA: 32 / 32
DFF: 52 / 52
muxes: 1 / 1
buffers and inverters: 15 / 26
## final timing paths
path                       slack [ns]  cells past startpoint  startpoint        to
setup / recovery                 2.49                      5      cnt[4]    result
min in group asynchronous        1.52                      3       reset   cnt[15]
setup reg to reg                 4.04                      7     buff[0]   cnt[10]
max in group asynchronous        4.73                      3       reset   cnt[10]
hold reg to reg                  0.38                      0    buff[27]  buff[35]
hold / removal                   0.38                      0    buff[27]  buff[35]
## power by group through the flow
stage / Sequential [mW] / Combinational (mW) / Clock (mW)
4_1_cts: 0.332 / 0.0183 / 0.201
5_1_grt: 0.334 / 0.0200 / 0.212
6_report: 0.332 / 0.0176 / 0.192
Power figures rest on the tool's default switching activity, not on a simulated workload.
